===== design/flow/run.sh =====
#!/bin/bash
# OpenROAD 26Q1-2900-gdf79404cd8, Yosys 0.63+post, stock flow scripts
make -C /OpenROAD-flow-scripts/flow DESIGN_CONFIG=/design/flow/config.mk WORK_HOME=/design/flow/orfs finish

===== design/flow/config.mk =====
export PLATFORM = sky130hd
export DESIGN_NAME = mem_controller
export DESIGN_NICKNAME = mem_controller
export VERILOG_FILES = /design/flow/design.v
export SDC_FILE = /design/flow/constraint.sdc
export NUM_CORES = 4
export LEC_CHECK = 1
export CORE_UTILIZATION = 40

===== design/flow/constraint.sdc =====
current_design mem_controller

set clk_period 54.7
set clk_io_pct 0.2

create_clock -name clk0 -period $clk_period [get_ports {clk}]

set non_clock_inputs [all_inputs -no_clocks]
set_input_delay [expr $clk_period * $clk_io_pct] -clock clk0 $non_clock_inputs
set_output_delay [expr $clk_period * $clk_io_pct] -clock clk0 [all_outputs]

===== design/flow/design.v =====
module mem_controller #(
  parameter FIFO_WIDTH = 8
) (
  input clk,
  input rst,
  input rx_fifo_empty,
  input tx_fifo_full,
  input [FIFO_WIDTH-1:0] din,
  output reg rx_fifo_rd_en,
  output reg tx_fifo_wr_en,
  output reg[FIFO_WIDTH-1:0] dout,
  output [5:0] state_leds
);
  localparam MEM_WIDTH = 8;  
  localparam MEM_DEPTH = 256;  
  localparam NUM_BYTES_PER_WORD = MEM_WIDTH/8;
  localparam MEM_ADDR_WIDTH = $clog2(MEM_DEPTH); 
  reg [NUM_BYTES_PER_WORD-1:0] mem_we = 0;
  reg [MEM_ADDR_WIDTH-1:0] mem_addr;
  reg [MEM_WIDTH-1:0] mem_din;
  wire [MEM_WIDTH-1:0] mem_dout;
  memory #(
    .MEM_WIDTH(MEM_WIDTH),
    .DEPTH(MEM_DEPTH)
  ) mem(
    .clk(clk),
    .en(1'b1),
    .we(mem_we),
    .addr(mem_addr),
    .din(mem_din),
    .dout(mem_dout)
  );
  localparam 
    IDLE = 3'd0,
    READ_CMD = 3'd1,
    READ_ADDR = 3'd2,
    READ_DATA = 3'd3,
    READ_MEM_VAL = 3'd4,
    ECHO_VAL = 3'd5,
    WRITE_MEM_VAL = 3'd6;
  reg [2:0] curr_state;
  reg [2:0] next_state;
  always @(posedge clk) begin
    if (rst) curr_state <= IDLE;
    else curr_state <= next_state;
  end
  reg [2:0] pkt_rd_cnt;
  reg [MEM_WIDTH-1:0] cmd;
  reg [MEM_WIDTH-1:0] addr;
  reg [MEM_WIDTH-1:0] data;
  reg handshake;
  always @(*) begin
    next_state = curr_state;
    case (curr_state)
      IDLE: begin
        if(!rx_fifo_empty) next_state = READ_CMD;
      end
      READ_CMD: begin
        if(!rx_fifo_empty) next_state = READ_ADDR;
      end
      READ_ADDR: begin
        if (cmd == 8'd49) begin
          if(!rx_fifo_empty) begin 
            next_state = READ_DATA;   
          end 
        end else if (cmd == 8'd48)begin
          next_state = READ_MEM_VAL;  
        end
      end
      READ_DATA: begin
          next_state = WRITE_MEM_VAL;
      end
      READ_MEM_VAL: begin
        next_state = ECHO_VAL;
      end
      ECHO_VAL: begin
        if (!tx_fifo_full) begin
          next_state = IDLE;
        end
      end
      WRITE_MEM_VAL: begin
        next_state = IDLE;
      end
    endcase
  end
  always @(*) begin
    mem_we = 1'b0;            
    rx_fifo_rd_en = 1'b0;      
    tx_fifo_wr_en = 1'b0;      
    mem_addr = addr;           
    mem_din = data;            
    dout = 0;
    case (curr_state)
      IDLE: begin
        if (!rx_fifo_empty) rx_fifo_rd_en = 1'b1;
      end
      READ_CMD: begin
        rx_fifo_rd_en = 1'b1;
      end
      READ_ADDR: begin
        if(cmd == 8'd49) begin
          rx_fifo_rd_en = 1'b1;
        end else rx_fifo_rd_en = 1'b0;
      end
      READ_DATA: begin
        mem_addr = addr;
      end
      READ_MEM_VAL: begin
        rx_fifo_rd_en = 1'b0;
        tx_fifo_wr_en = 1'b0;
        dout = mem_dout;
      end
      ECHO_VAL: begin
        rx_fifo_rd_en = 1'b0;
        tx_fifo_wr_en = 1'b1;    
        dout = mem_dout;         
      end
      WRITE_MEM_VAL: begin
        mem_we = 1'b1;       
        mem_addr = addr;     
        mem_din = data;      
      end
    endcase
  end
  always @(posedge clk) begin
      case (curr_state)
        READ_CMD: begin
          cmd <= din;                
        end
        READ_ADDR: begin
          addr <= din;          
        end
        READ_DATA: begin
          data <= din;                
        end
      endcase
  end
  assign state_leds = {2'b00, curr_state};
endmodule
module memory #(
    parameter MEM_WIDTH = 32,
    parameter DEPTH = 128,
    parameter NUM_BYTES_PER_WORD = MEM_WIDTH/8,
    parameter MEM_ADDR_WIDTH = $clog2(DEPTH)
) (
    input clk,
    input en, 
    input [NUM_BYTES_PER_WORD-1:0] we,
    input [MEM_ADDR_WIDTH-1:0] addr,
    input [MEM_WIDTH-1:0] din,
    output reg [MEM_WIDTH-1:0] dout
);
    reg [MEM_WIDTH-1:0] mem [DEPTH-1:0];
    integer i;
    always @(posedge clk) begin
        if (en) begin
            for(i=0; i < NUM_BYTES_PER_WORD; i=i+1) begin
                if (we[i]) begin
                    mem[addr][i*8 +: 8] <= din[i*8 +: 8];
                end
            end
        dout <= mem[addr];
        end
    end
endmodule

==> GITHUB_STEP_SUMMARY <==
## PnR job results

| Metric | Value |
|---|---|
| Buf/Inv on CP | 2 |
| Filler instances | 16186 |
| Worst VDD drop | 0.0338 mV |
| Fp_density | 0.402 |
| Hold path cells | 2 |
| Final ANT Viol Nets | 0 |
| Synthesized instance count | 3600 |
| Number of setup buffers added after CTS | 0 |
| Hold crit path type | register to register |
| Final GP Congestion | 0.864 |
| Hpwl dp | 109000 um |
| Critical path's slowest cell | clkdlybuf4s50_1 |
| Data required, critical path | 43.76 ns |
| Worst setup SP type | input pin |
| Final Setup Violations | 0 |
| End-of-flow core utilization | 0.452 |
| Hold path startpoint | curr_state[0] |
| Skew final | 0.0198 ns |
| Max_cap viols | 0 |
| H-tree depth | 4 |
| Top cells, area | edfxtp_1 (78%), mux4_2 (15%), a22oi_1 (2.4%) |
| Tool warning count | 35 |
| CTS Buffer Depth | 3 |
| Worst R2R Path Depth | 10 |
| Via/cell ratio | 5.63 |
| DRC | 0 |
| Die area | 0.200 mm2 |
| Final setup TNS | 0 ns |
| CP Cell Sequence | clkdlybuf4s50_1 -> a21oi_1 -> a31oi_1 -> nor2_1 -> clkdlybuf4s50_1 |
| Status | finished clean |
| Yosys stat area | 0.0794 mm2 |
| CP delay by family, top | buffers and inverters |
| CTS tree | done |
| Placed Cells incl. Taps | 6179 |
| Iteration-0 DRC count of the detailed router | 2598 |
| Drt wl/cell | 28.4 um |
| Hold_buf cts | 0 |
| Unrepaired setup endpoints after global routing | no |
| Yosys warnings | 2 |
| # port buffers | 24 |
| Maximum fanout along the worst path | 4 |
| Vias | 36914 |
| Worst Path Class, Setup | input pin to output pin |
| Detailed Routing Iterations Pass 1 | 5 |
| Clock Pin Slew Worst Setup and Hold Paths | 0.06 ns |
| Worst Max-Slew Pin Slew | 1.02 ns |
| Worst Hold Margin | 0.685 ns |
| Number of global-route vias before repair | 41034 |
| First-pass GRT wire length | 276000 um |
| LEAKAGE | 26.7 nW |
| Die height | 447 um |
| Crit path top cell by count | clkdlybuf4s50_1 |
| Final period utilization | 0.423 |
| Pwr per Cell Area | 36.3 mW/mm2 |
| Highest Clock Rate | 43.3 MHz |
| Gate Area | 0.0160 mm2 |
| Register Area | 0.0624 mm2 |
| Max_slew headroom | 0.320 |
| Die Span X | 447 um |
| Area delta synth->final | 12.4% |
| Worst setup EP type | output pin |
| Seq/Total Area, Yosys | 0.787 |
| Origin of the critical flop-to-flop path | addr[0] |
| Largest net degree at the start of global routing | 141 |
| Late-Pin Clk Latency | 0.84 ns |
| Post-route setup slack | 31.58 ns |
| Rows | 163 |
| Largest type area fraction | 0.784 |
| Reg-to-reg slack, setup | 48.69 ns |
| Io pins | 28 |
| Post-cts sizing count | 0 |
| Worst R2R End | mem.dout[6] |
| Pre-CTS setup slack | 31.57 ns |
| Finished Layout Cells | 6555 |
| Overflow after GRT | 0 |
| Minimum clock period | 23.12 ns |
| Synth area leader | edfxtp_1 |
| Ys cells | 3600 |
| CTS Sinks | 2083 |
| Unique masters post-synth | 33 |
| Cell Area, Synth | 0.0794 mm2 |
| WL final | 186000 um |
| Core area | 0.197 mm2 |
| Share of cells above drive strength 1 | 0.239 |
| Initial antenna violation count | 7 |
| Worst hold path endpoint | curr_state[1] |
| Avg Inst Size Synth | 22.0 um2 |
| CTS root buffer | clkbuf_16 |
| GR Util All Layers | 0.210 |
| CP Data Arrival Time | 12.18 ns |
| Post-synthesis register bit count | 2083 |
| CP max stage delay | 0.47 ns |
| Num CTS Buffers | 203 |
| Fin. max-slew vios | 0 |
| Final hold viol count | 0 |
power breakdown:
part           internal [mW]  leakage (nW)  switching, mW  total [mW]
logic                 0.0757          5.03          0.119       0.194
clock network          0.715          2.96          0.575        1.29
registers               1.75          18.7        0.00288        1.75
cell usage in the layout, fill, tap and decap left out, types with 3 or more instances in the layout:
cell	netlist	final
o41ai_1	33	33
nor3_1	4	4
and2_1	10	9
clkbuf_1	145	57
nor2b_1	8	6
dfxtp_1	11	11
clkdlybuf4s50_1	0	24
nor2_1	261	260
clkinv_2	0	27
and3_1	3	3
clkbuf_16	0	203
conb_1	1	3
a22oi_1	257	257
clkinv_1	0	61
nand2_1	33	16
inv_6	0	9
buf_12	0	4
clkinv_8	0	4
buf_4	11	139
edfxtp_1	2072	2072
nand4_1	8	8
clkinvlp_4	0	4
a21oi_1	132	132
nand2_2	0	17
nand3_1	4	4
mux4_2	512	512
bufinv_16	0	7
through the flow:
step / total power [mW] / cell area (um2)
6_report: 3.24 / 89200
3_5_place_dp: 1.98 / 83100
3_3_place_gp: 1.98 / 83100
2_1_floorplan: 1.92 / 79400
5_1_grt: 3.34 / 89200
4_1_cts: 3.27 / 89200
flip-flops by register name, summed over array words and instances (netlist names):
signal	count
addr	8
data	8
mem.dout	8
curr_state	3
mem.mem	2048
cmd	8
tightest hold or removal path, cell delays in order, from the launching register on:
cell and delay [ns]:
dfxtp_1 0.38, a22oi_1 0.21, nor2_1 0.05
worst max-delay path by stage:
stage | startpoint | end | slack (ns) | depth (start not counted)
after CTS | rx_fifo_empty | rx_fifo_rd_en | 31.57 | 5
after global routing | rx_fifo_empty | rx_fifo_rd_en | 31.47 | 5
final | rx_fifo_empty | rx_fifo_rd_en | 31.58 | 5
cells by family after synthesis:
family                 Yosys count  synth area share
flip-flops                    2083             0.787
multiplexers                   512             0.145
AND-OR/OR-AND                  430            0.0370
AND/OR/NAND/NOR                342            0.0177
buffers and inverters          232            0.0131
other                            1         0.0000473
Yosys cell counts, drive strengths merged:
| library cell | count |
|---|---|
| o41ai | 33 |
| and3 | 3 |
| conb | 1 |
| nor3 | 4 |
| inv | 2 |
| nand4 | 8 |
| a21oi | 132 |
| nor4 | 1 |
| dfxtp | 11 |
| nand3 | 4 |
| o21ai | 2 |
| o211a | 1 |
| nand2 | 33 |
| a22oi | 257 |
| nor3b | 2 |
| or2 | 2 |
| a21o | 1 |
| nand2b | 4 |
| clkbuf | 145 |
| edfxtp | 2072 |
| buf | 85 |
| mux4 | 512 |
| nor2 | 261 |
| and4 | 1 |
| a2111oi | 1 |
| nor2b | 8 |
| nand4bb | 1 |
| a31oi | 2 |
| o31ai | 1 |
| and2 | 10 |
routing by layer:
layer	up-vias	wire length [um]	GRT usage
met5	-	277	0.00977
met4	16	4820	0.0458
met3	288	28700	0.146
met2	1925	89500	0.307
met1	19092	63100	0.271
li1	15593	-	-
final cells by class:
type / instances / share of cell area
Tap cell: 2640 / 0.0370
Sequential cell: 2083 / 0.700
Antenna cell: 2 / 0.0000561
Timing Repair Buffer: 167 / 0.0153
Multi-Input combinational cell: 1287 / 0.179
Clock buffer: 260 / 0.0594
Clock inverter: 114 / 0.00895
Inverter: 2 / 0.0000842
Power is estimated from default activity; no workload was simulated.
