[flow/config.mk]
export PLATFORM = sky130hd
export DESIGN_NAME = fsm
export DESIGN_NICKNAME = fsm
export VERILOG_FILES = /design/flow/design.v
export SDC_FILE = /design/flow/constraint.sdc
export NUM_CORES = 4
export LEC_CHECK = 1
export CORE_UTILIZATION = 50
[flow/constraint.sdc]
current_design fsm

set clk_period 3.6
set clk_io_pct 0.2

create_clock -name clk0 -period $clk_period [get_ports {clk}]

set non_clock_inputs [all_inputs -no_clocks]
set_input_delay [expr $clk_period * $clk_io_pct] -clock clk0 $non_clock_inputs
set_output_delay [expr $clk_period * $clk_io_pct] -clock clk0 [all_outputs]
[flow/design.v]
module fcw_ram(
    input clk,
    input rst,
    input rd_en,
    input wr_en,
    input [1:0] addr,
    input [23:0] d_in,
    output reg [23:0] d_out
);
    reg [23:0] ram [3:0];
    always @(posedge clk) begin
        if (rst) begin
            ram[0] <= 24'h00EC3C;  
            ram[1] <= 24'h010905;  
            ram[2] <= 24'h01194B;  
            ram[3] <= 24'h013BCD;  
        end
        else if (wr_en)
            ram[addr] <= d_in;
    end
    always @(posedge clk) begin
        if (rd_en) begin
            d_out <= ram[addr];
        end
    end
endmodule
module fsm #(
    parameter CYCLES_PER_SECOND = 125_000_000,
    parameter WIDTH = $clog2(CYCLES_PER_SECOND)
)(
    input clk,
    input rst,
    input [2:0] buttons,
    output [3:0] leds,
    output reg [23:0] fcw,
    output [1:0] leds_state
);
    localparam REGULAR_PLAY = 2'b00;
    localparam REVERSE_PLAY = 2'b01;
    localparam PAUSED = 2'b10;
    localparam EDIT = 2'b11;
    reg [1:0] addr = 0;
    reg wr_en;
    reg rd_en = 1;
    reg [23:0] d_in;
    wire [23:0] d_out;
    reg [23:0] data_now;
    reg [1:0] present_state = REGULAR_PLAY;
    reg [1:0] next_state = REGULAR_PLAY;
    reg [WIDTH-1:0] clk_counter = 0;
    fcw_ram notes (
        .clk(clk),
        .rst(rst),
        .rd_en(rd_en),
        .wr_en(wr_en),
        .addr(addr),
        .d_in(d_in),
        .d_out(d_out)
    );
    always @(posedge clk) begin
        if (rst) present_state <= REGULAR_PLAY;
        else present_state <= next_state;
        clk_counter <= clk_counter + 1;
        case (present_state)
            REGULAR_PLAY: begin
                if (buttons[0]) next_state <= PAUSED;
                else if (buttons[1]) next_state <= REVERSE_PLAY;
            end
            REVERSE_PLAY: begin
                if (buttons[0]) next_state <= PAUSED;
                else if (buttons[1]) next_state <= REGULAR_PLAY;
            end
            PAUSED: begin
                if (buttons[0]) next_state <= REGULAR_PLAY;
                else if (buttons[2]) begin
                    next_state <= EDIT;
                    rd_en <= 1;
                    wr_en <= 0;
                    fcw <= d_out;
                end
            end
            EDIT: begin
                if (buttons[2]) next_state <= PAUSED;
            end
        endcase
    case (present_state)
        REGULAR_PLAY: begin
            wr_en <= 0;
            if (clk_counter == 0) begin
                addr <= (addr == 3) ? 0 : (addr + 1);
                rd_en <= 1;
            end
            fcw <= d_out;
        end
        REVERSE_PLAY: begin
            wr_en <= 0;
            if (clk_counter == 0) begin
                addr <= (addr == 0) ? 3 : (addr - 1);
                rd_en <= 1;
            end
            fcw <= d_out;
        end
        PAUSED: begin
            fcw <= 0;
        end
        EDIT: begin   
            if (buttons[0]) begin
                rd_en <= 0;
                wr_en <= 1;
                fcw <= (fcw <= 4000)? 1375181 : (fcw + 1000);
                d_in <= (fcw <= 4000)? 1375181 : (fcw + 1000);
            end else if (buttons[1]) begin
                rd_en <= 0;
                wr_en <= 1;
                fcw <= (fcw >= 1370000)? 2750 : (fcw - 1000);
                d_in <= (fcw >= 1370000)? 2750 : (fcw - 1000);
            end else begin
                rd_en <= 1;
                wr_en <= 0;
                fcw <= d_out;
            end
        end
    endcase
    end
    assign leds_state = present_state;
    assign leds[3] = (addr == 3);
    assign leds[2] = (addr == 2);
    assign leds[1] = (addr == 1);
    assign leds[0] = (addr == 0);
endmodule
[flow/run.sh]
#!/bin/bash
# OpenROAD 26Q1-2900-gdf79404cd8, Yosys 0.63+post, stock flow scripts
make -C /OpenROAD-flow-scripts/flow DESIGN_CONFIG=/design/flow/config.mk WORK_HOME=/design/flow/orfs finish
==> impl_metrics.toml <==
# implementation run metrics
[run_status]
run_status = "finished clean"

[logic_synthesis]
syn_inst = 780
synthTopCellsByCount = "edfxtp_1, and2_1, dfxtp_1"
synth-edff-count = 149
synthMostInstantiatedCell = "edfxtp_1"
syn_area_mm2 = 0.00945
ys_chip_area_mm2 = 0.00945
ys_seq_frac = 0.588
yosysWarnings = 2
topCellsByArea = "edfxtp_1, dfxtp_1, mux4_2, and2_1, xnor2_1"
yosys_most_used_dff = "edfxtp_1"
top_area_frac = 0.474
async_reset_ff_frac = 0
ys_cells = 780
avgSynthCellArea_um2 = 12.1
ys.flops = 203
synth_area_leader_cell = "edfxtp_1"
ys_types = 68

[clock_network]
cts_setup_buffers = 0
cts_tree = "done"
clock_sinks = 203
cts_max_level = 1
clkTransAtPathRegs_ns = 0.06
cts_resized = 0
cts_buffers = 22
worstSkewPairLatency_ns = 0.50
cts_hold_buffers = 0
cts_buffer_depth = 3
cts-root-buf = "clkbuf_16"

[final_timing]
fin_skew_ns = 0.0102
fin_crit_ns = 2.79
rsz0062_at_grt = "no"
setup_viol = 0
hold_violations = 0
fmax_ghz = 0.358
tightestPinTransition_ns = 0.776
finalMaxSlewViolations = 0
layout_setup_ws_ns = 0.809
relSlewSlack = 0.483
fin_setup_tns_ns = 0
finalCritPeriodShare = 0.775

[floorplan]
rows = 49
die_h_um = 139
pin_count = 35
die_x_um = 139
die_area_mm2 = 0.0194
core_mm2 = 0.0182
floorplan.core_util = 0.519

[routing]
wl_met2_um = 10200
drc = 0
wl_met1_um = 8860
antenna_cells = 0
num_vias = 6289
post_drt_wl_per_cell_um = 21.2
routed_wl_um = 22500
drt_pre_antenna_iters = 5
dr.max_layer_used = "met4"
drtIter0Drc = 489
ant_nets = 0
viasPerCell = 5.95
met3_length_um = 2860

[final_layout]
area_growth_pct = 13.6
fillers = 1396
drive_gt1_frac = 0.107

[worst_setup_path]
slowest_stage = "a41o_1"
endpoint_kind = "register"
cp_max_fo = 14
cp.arrival_ns = 3.03
r2r-end = "d_in[20]"
start_kind = "register"
critPathKind = "reg -> reg"
max_stage_delay_ns = 0.59
worstSetupStartpoint = "fcw[5]"
reg2reg_from = "fcw[5]"
reg2reg_depth = 6
cp_data_required_time_ns = 3.84
path_cells = "or2_1, o2111ai_1, a41o_1, nor2_1, buf_4, a311oi_1"
regToRegSetupSlack_ns = 0.81

[place]
gp_congestion = 0.954
hpwl_um = 15000
dp_worst_setup_slack_ns = 0.652
port_buffers = 34

[hold_path]
hold_depth = 1
hp-class = "reg -> reg"
min-delay-start = "clk_counter[0]"
hold_end = "clk_counter[0]"

[global_routing]
grt_pass1_wl_um = 34900
overflow = 0
track_usage = 0.258
antenna_found_initial = 0
grt_max_degree = 46
grt_pass1_vias = 6252

[power_and_ir_drop]
ir_worst_vdd_uv = 374
power.density_mw_per_mm2 = 549
leakage_uw = 0.00364

[run]
drv_cap = 0
warning_count = 30
-- worst max path at each step --
stage,cells past startpoint,endpoint
CTS,3,leds[3]
global route,6,d_in[20]
finish,6,d_in[20]
-- final cells by class --
class	count	area, um2	area share
Tap cell	229	287	0.0267
Clock buffer	35	671	0.0625
Sequential cell	203	5560	0.518
Multi-Input combinational cell	513	3620	0.337
Timing Repair Buffer	51	468	0.0436
Inverter	21	78.8	0.00735
Clock inverter	5	51.3	0.00478
-- power breakdown --
group	internal (uW)	switching (uW)
Combinational	341	443
Sequential	2710	192
Clock	1340	864
-- metal layers --
layer	vias to the layer above	GRT usage
li1	2948	-
met1	2966	0.370
met2	327	0.377
met3	48	0.136
met4	0	0.0526
met5	-	0
-- logic make-up after synthesis --
| kind of cell | count (synthesis) | synth area share |
|---|---|---|
| simple gates | 296 | 0.171 |
| flops | 203 | 0.588 |
| compound gates | 131 | 0.0918 |
| buf+inv | 64 | 0.0306 |
| xor+xnor | 53 | 0.0491 |
| mux | 25 | 0.0584 |
| fa+ha+maj | 8 | 0.0106 |
-- per-stage QoR --
stage / power [uW] / std cells / hold slack [ns] / cell area, um2 / utilization
after floorplan: 3390 / 780 / 0.414 / 9450 / -
after global placement: 3710 / 1017 / 0.434 / 10000 / 0.550
after detailed placement: 3710 / 1017 / 0.442 / 10000 / 0.550
after CTS: 5920 / 1057 / 0.459 / 10700 / 0.589
after global routing: 6110 / 1057 / 0.489 / 10700 / 0.589
final: 5890 / 1057 / 0.460 / 10700 / 0.589
-- worst max-delay path, delay by kind of cell (launching register included) --
| kind | cells | cell delay (ns) |
|---|---|---|
| AND/OR/NAND/NOR | 2 | 0.49 |
| AND-OR/OR-AND | 3 | 1.33 |
| buffers and inverters | 1 | 0.20 |
| flip-flops | 1 | 0.49 |
-- registers in the layout (all words and copies together), names as in the netlist --
signal	count
notes.d_out	24
wr_en	1
notes.ram	96
rd_en	1
next_state	2
present_state	2
clk_counter	27
fcw	24
d_in	24
addr	2
-- cells in the final DEF (no fill, tap or decap), types with 11 or more instances in the layout --
master / instances
and2_1: 67
mux4_2: 24
edfxtp_1: 149
nand2_1: 51
buf_4: 17
a21oi_1: 35
clkdlybuf4s50_1: 34
o21ai_0: 29
nor4_1: 11
nor2_1: 43
nand2b_1: 35
xor2_1: 19
nand3_1: 24
xnor2_1: 34
dfxtp_1: 54
nor3_1: 18
clkbuf_16: 23
inv_1: 20
Power is estimated from default activity; no workload was simulated.
